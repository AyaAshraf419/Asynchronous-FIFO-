`run.sh`:
```
#!/bin/bash
# OpenROAD 26Q1-2900-gdf79404cd8, Yosys 0.63+post, stock flow scripts
make -C /OpenROAD-flow-scripts/flow DESIGN_CONFIG=/design/flow/config.mk WORK_HOME=/design/flow/orfs finish
```
`config.mk`:
```
export PLATFORM = sky130hd
export DESIGN_NAME = FIFO
export DESIGN_NICKNAME = FIFO
export VERILOG_FILES = /design/flow/design.v
export SDC_FILE = /design/flow/constraint.sdc
export NUM_CORES = 4
export LEC_CHECK = 1
export CORE_UTILIZATION = 40
```
`constraint.sdc`:
```
current_design FIFO

set clk_period 3.9
set clk_io_pct 0.2

create_clock -name clk0 -period $clk_period [get_ports {CLK_READ}]
create_clock -name clk1 -period $clk_period [get_ports {CLK_WRITE}]

set non_clock_inputs [all_inputs -no_clocks]
set_input_delay [expr $clk_period * $clk_io_pct] -clock clk0 $non_clock_inputs
set_output_delay [expr $clk_period * $clk_io_pct] -clock clk0 [all_outputs]
```
`design.v`:
```
module DATA_SYNC #(parameter WIDTH=5 )
(
input     wire              RST,
input     wire              CLK,
input     wire  [WIDTH:0]   Unsync_bus,
output    reg   [WIDTH:0]   sync_bus
);
reg [WIDTH:0] out_1;
always @(posedge CLK or negedge RST)
  begin 
    if(!RST)
      out_1<=0;
    else
      out_1<=Unsync_bus;
  end 
always @(posedge CLK or negedge RST)
  begin 
    if(!RST)
      sync_bus<=0;
    else
      sync_bus<=out_1;
  end 
endmodule
module FIFO #( parameter WIDTH = 8 , ADDR_WIDTH=5)
(
 input   wire [WIDTH-1:0]      DATA_IN,
 input   wire                  CLK_WRITE,
 input   wire                  CLK_READ,
 input   wire                  WR_EN,
 input   wire                  R_EN,
 input   wire                  WR_RST,
 input   wire                  R_RST,
 output  wire                  FULL_FLAG,
 output  wire                  EMPTY_FLAG,
 output  wire [WIDTH-1:0]      DATA_out
);
wire [ADDR_WIDTH:0]   ADDR_WR;
wire [ADDR_WIDTH:0]   ADDR_R;
wire [ADDR_WIDTH:0]   rptr_WR;
wire [ADDR_WIDTH:0]   rptr_WR_SYN;
wire [ADDR_WIDTH:0]   rptr_R;
wire [ADDR_WIDTH:0]   rptr_R_SYN;
DATA_SYNC U0_R_SYN
(
.RST(WR_RST),
.CLK(CLK_WRITE),
.Unsync_bus(rptr_R),
.sync_bus(rptr_R_SYN)
);
DATA_SYNC  U1_WR_SYN
(
.RST(R_RST),
.CLK(CLK_READ),
.Unsync_bus(rptr_WR),
.sync_bus(rptr_WR_SYN)
);
RAM    U2_RAM
(
.DATA_IN(DATA_IN),
.CLK_WRITE(CLK_WRITE),
.CLK_READ(CLK_READ),
.WR_EN(WR_EN),
.ADDR_WR(ADDR_WR),
.ADDR_R(ADDR_R),
.R_EN(R_EN),
.FULL_FLAG(FULL_FLAG),
.EMPTY_FLAG(EMPTY_FLAG),
.WR_RST(WR_RST),
.R_RST(R_RST),
.DATA_out(DATA_out)
);
READ_RPTR_ADDR_EMPTY U5_READ_RPTR_ADDR_EMPTY
(
.R_EN(R_EN),
.CLK_READ(CLK_READ),
.R_RST(R_RST),   
.rptr_WR_SYN(rptr_WR_SYN),
.ADDR_R(ADDR_R),
.rptr_R(rptr_R),
.EMPTY_FLAG(EMPTY_FLAG)
);
WRITE_RPTR_ADDR_FULL   U4_WRITE_RPTR_ADDR_FULL
(
.WR_EN(WR_EN),
.rptr_R_SYN(rptr_R_SYN),
.WR_RST(WR_RST),   
.CLK_WRITE(CLK_WRITE),
.ADDR_WR(ADDR_WR),
.rptr_WR(rptr_WR),
.FULL_FLAG(FULL_FLAG)
);
endmodule
module RAM #( parameter WIDTH = 8 , ADDR_WIDTH=5)
(
 input   wire [WIDTH-1:0]      DATA_IN,
 input   wire                  CLK_WRITE,
 input   wire                  CLK_READ,
 input   wire                  WR_EN,
 input   wire [ADDR_WIDTH:0]   ADDR_WR,
 input   wire [ADDR_WIDTH:0]   ADDR_R,
 input   wire                  R_EN,
 input   wire                  FULL_FLAG,
 input   wire                  EMPTY_FLAG,
 input   wire                  WR_RST,
 input   wire                  R_RST,
 output  reg  [WIDTH-1:0]      DATA_out
);
integer I;
reg [WIDTH-1:0] memory [((2**ADDR_WIDTH)-1):0]; 
always@(posedge CLK_WRITE or negedge WR_RST)
  begin
   if(!WR_RST)
     begin
       for(I=0;I<(2**ADDR_WIDTH);I=I+1)
         begin
           memory[I]<='b0;
         end
     end
   else if((WR_EN)&&(!FULL_FLAG))
     begin
       memory[ADDR_WR[ADDR_WIDTH-1:0]]<=DATA_IN;
     end
end
 always@(posedge CLK_READ or negedge R_RST)
  begin
   if(!R_RST)
     begin
       DATA_out<='b0;
     end
   else if((R_EN)&&(!EMPTY_FLAG))
     begin
       DATA_out<=memory[ADDR_R[ADDR_WIDTH-1:0]];
       memory[ADDR_R[ADDR_WIDTH-1:0]]<='b0;
     end
   else
     begin
       DATA_out<=DATA_out;
     end
end 
endmodule
module READ_RPTR_ADDR_EMPTY #( parameter  ADDR_WIDTH=5)
(
 input      wire                   R_EN,
 input      wire                   CLK_READ,
 input      wire                   R_RST,   
 input      wire  [ADDR_WIDTH:0]   rptr_WR_SYN,
 output     reg   [ADDR_WIDTH:0]   ADDR_R,
 output     reg   [ADDR_WIDTH:0]   rptr_R,
 output     wire                   EMPTY_FLAG
);
integer I;
reg  [ADDR_WIDTH:0] ADDR_WR;
wire [ADDR_WIDTH:0] rptr_R_comp;
assign rptr_R_comp = (ADDR_R>>1)^ADDR_R;
assign EMPTY_FLAG  = ((ADDR_R==ADDR_WR)&&(R_RST))? 1:0;
always @(posedge CLK_READ or negedge R_RST)
  begin
    if(!R_RST)
      begin
        rptr_R<='b0;
      end
    else 
      begin
        rptr_R<=rptr_R_comp;
      end 
  end
always @(*)
  begin
    if(!R_RST)
      begin
        ADDR_WR<='b0;
      end
    else 
      begin
        for(I=0;I<ADDR_WIDTH+1'b1;I=I+1)
           begin
             ADDR_WR[I]<=^(rptr_WR_SYN>>I);
           end
      end 
  end
always@(posedge CLK_READ or negedge R_RST)
  begin
    if(!R_RST)
      begin
        ADDR_R<='b0;
      end
  else if(R_EN&&(ADDR_R!='b111111)&&(!EMPTY_FLAG))
      begin
        ADDR_R<=ADDR_R+'b1;
      end
    else if (R_EN&&(ADDR_R=='b111111)&&(!EMPTY_FLAG))
      begin
        ADDR_R<='b0;
      end
    else
      begin
        ADDR_R<=ADDR_R;
      end 
  end
endmodule
module WRITE_RPTR_ADDR_FULL #( parameter  ADDR_WIDTH=5)
(
 input      wire                   WR_EN,
 input      wire                   WR_RST,
 input      wire                   CLK_WRITE,
 input      wire  [ADDR_WIDTH:0]   rptr_R_SYN,
 output     reg   [ADDR_WIDTH:0]   ADDR_WR,
 output     reg   [ADDR_WIDTH:0]   rptr_WR,
 output     wire                   FULL_FLAG
);
integer I;
reg    [ADDR_WIDTH:0]   ADDR_R_n;
wire   [ADDR_WIDTH:0]   rptr_WR_comp;
wire                    cond_1;
wire                    cond_2;
assign rptr_WR_comp = (ADDR_WR>>1)^ADDR_WR;
assign FULL_FLAG    = (cond_1&&cond_2&&WR_RST)? 1:0;
assign cond_1       =(ADDR_R_n[ADDR_WIDTH-1:0]==ADDR_WR[ADDR_WIDTH-1:0])? 1:0;
assign cond_2       =(ADDR_R_n[ADDR_WIDTH]!=ADDR_WR[ADDR_WIDTH]) ?1:0;
always @(posedge CLK_WRITE or negedge WR_RST)
  begin
    if(!WR_RST)
      begin
        rptr_WR<='b0;
      end
    else 
      begin
        rptr_WR<=rptr_WR_comp;
      end 
  end
always @(*)
  begin
    if(!WR_RST)
      begin
        ADDR_R_n<='b0;
      end
    else 
      begin
        for(I=0;I<ADDR_WIDTH+1'b1;I=I+1)
           begin
             ADDR_R_n[I]<=^(rptr_R_SYN>>I);
           end
      end 
  end
always@(posedge CLK_WRITE or negedge WR_RST)
  begin
    if(!WR_RST)
      begin
        ADDR_WR<='b0;
      end
    else if(WR_EN&&(ADDR_WR!='b111111)&&(!FULL_FLAG))
      begin
        ADDR_WR<=ADDR_WR+'b1;
      end
    else if (WR_EN&&(ADDR_WR=='b111111)&&(!FULL_FLAG))
      begin
        ADDR_WR<='b0;
      end
    else
      begin
        ADDR_WR<=ADDR_WR;
      end 
  end
endmodule
```
==> out/qor.log <==
[sta] Final Max-Slew Violation Tally 0
[sta] RSZ-0062 raised after global routing false
[yosys] mean instance size in the synthesized netlist 12.8 µm²
[worst_setup_path] startpoint-to-endpoint class of the critical path in -> out
[yosys] Post-Syn Area 0.00207 mm²
[die] die footprint 0.00546 mm²
[global_routing] number of global-route vias before repair 1138
[sta] max_slew headroom 0.468
[sta] worst slew pin tran 0.794 ns
[global_routing] total global-route track usage 0.137
[routing] top layer used by detailed routing met4
[yosys] number of flip-flops and latches in the synthesized netlist 48
[worst_setup_path] R2R Setup Slk 1.41 ns
[place] number of buffers inserted by port buffering 6
[global_routing] initial antenna violation count 0
[cells_and_area] synthesis-to-layout area growth 10.5%
[power] internal cell power 1.23 mW
[die] FP Rows 25
[die] number of I/O pins 24
[routing] WL final 3070 µm
[routing] Ant. Diodes 0
[routing] WL met3 108 µm
[power] part of the power in combinational logic 0.294
[power] Clock Power Share 0.177
[power] standby leakage power 0.996 nW
[place] DP HPWL 2250 µm
[clocking] TritonCTS clock tree built
[job] Max Cap Violations 0
[routing] 1st-iter DRT viols 80
[clocking] clock-pin slew on the worst setup and hold paths 0.08 ns
[cells_and_area] finished layout cell area 0.00228 mm²
[yosys] most frequently used flop master after synthesis sky130_fd_sc_hd__dfrtp_1
[clocking] total setup buffers inserted after CTS 0
[hold_path] worst min-delay path category reg -> reg
[yosys] EDFF count, synth 0
[worst_setup_path] endpoint class of the critical path output pin
[routing] drc violations 0
[status] result of the run complete, no violations
[cells_and_area] fraction of final layout cells with drive strength greater than 1 0.145
[routing] detailed route wirelength on metal2 1390 µm
[yosys] yosys-reported design area after synthesis 0.00207 mm²
[yosys] distinct lib cells 42
[clocking] number of sinks on the clock net 48
[worst_setup_path] Max Fanout on Critical Path 2
[global_routing] wire length of the first global-routing pass 5400 µm
[power] fraction of power spent switching nets 0.325
[job] OpenROAD warning count 34
[worst_setup_path] critical path required time 3.12 ns
[sta] Post-Route Setup TNS 0 ns
[clocking] hold buffer count at CTS 0
[power] P per Cell Area 797 mW/mm²
[yosys] Ys Warns 517
[worst_setup_path] Arrival @ worst endpoint 2.59 ns
[yosys] proportion of synthesized flip-flops having asynchronous set or reset 1.00
[sta] final setup violation count 0
[yosys] number of instances in the synthesized netlist 162
[worst_setup_path] path depth of the worst reg2reg path 6
[sta] number of hold-slack violations in the final timing report 0
[routing] Via density 4.88
[routing] final antenna-violating net count 0
[worst_setup_path] startpoint of the lowest-slack register-to-register path U5_READ_RPTR_ADDR_EMPTY.ADDR_R[0]
[place] placed instance area 0.00217 mm²
[routing] Routed WL per cell 12.8 µm
[global_routing] largest net degree at the start of global routing 26
[power] switching power of the nets 0.591 mW
[yosys] register share after synthesis 0.581
[worst_setup_path] worst reg2reg path endpoint U5_READ_RPTR_ADDR_EMPTY.ADDR_R[5]
[die] die y size 73.9 µm
[place] Routability Congestion 0.817
[yosys] cell count listed in synth_stat.txt 162
[die] Core ar. 0.00485 mm²
[power] worst-case vdd ir drop 413 µV
[routing] Routed met1 length 1540 µm
[power] sequential share of power 0.529
[hold_path] capture endpoint of the worst hold path U0_R_SYN.out_1[4]
[sta] Max Clock Skew 0.00462 ns
[global_routing] total congestion overflow after global routing 0
[routing] router iterations before antenna repair 4
[clocking] post-cts gate resize count 0
[routing] count of vias placed by the detailed router 1170
[hold_path] number of cells on the worst hold path 0
[die] starting utilization of the core area 0.426
[cells_and_area] FILL cells 424
[die] Die Wd 73.9 µm
[hold_path] HP Start U5_READ_RPTR_ADDR_EMPTY.rptr_R[4]
[worst_setup_path] startpoint type of the worst setup path input pin
-- routing by layer --
layer  up-vias  track usage
li1        579            -
met1       577        0.229
met2        10        0.190
met3         4       0.0388
met4         0       0.0171
met5         -            0
-- power by group through the flow --
stage         registers (mW)  logic (mW)  clock network (mW)
CTS                    0.967       0.544               0.333
global route            1.01       0.609               0.360
finish                 0.963       0.534               0.323
-- worst max-delay path, stage by stage --
cell,delay [ns]
sky130_fd_sc_hd__clkdlybuf4s50_1,0.47
sky130_fd_sc_hd__or3b_2,0.44
sky130_fd_sc_hd__mux2i_1,0.18
sky130_fd_sc_hd__nand2_1,0.09
sky130_fd_sc_hd__o21ai_0,0.15
sky130_fd_sc_hd__clkdlybuf4s50_1,0.47
-- logic make-up after synthesis --
group | share of synthesized area
adders and majority gates | 0.0605
buffers and inverters | 0.0448
DFF | 0.581
xor gates and xnor gates | 0.0490
other | 0.00181
muxes | 0.0521
AOI/OAI and AO/OA | 0.0793
and+or+nand+nor | 0.131
-- final cells by class --
cell class	count	area (µm²)	area share
clock buffers	8	110	0.0482
inverters	4	15.0	0.00657
multi-input cells	105	800	0.350
flip-flops and latches	48	1200	0.526
well taps	67	83.8	0.0367
repair buffers	8	75.1	0.0329
-- Yosys cell counts (2+ instances only) --
master                     number  area (µm²)
sky130_fd_sc_hd__nor2b_1        2        12.5
sky130_fd_sc_hd__o21ai_0        8        40.0
sky130_fd_sc_hd__nor4bb_1       2        20.0
sky130_fd_sc_hd__nor2_1         6        22.5
sky130_fd_sc_hd__mux2i_1        4        40.0
sky130_fd_sc_hd__or4_1          3        22.5
sky130_fd_sc_hd__nand2_1        9        33.8
sky130_fd_sc_hd__nand2b_1       3        18.8
sky130_fd_sc_hd__nor3_1         2        10.0
sky130_fd_sc_hd__ha_1          10         125
sky130_fd_sc_hd__o31ai_1        3        22.5
sky130_fd_sc_hd__buf_4          8        60.1
sky130_fd_sc_hd__buf_2          2        10.0
sky130_fd_sc_hd__clkbuf_1       2        7.51
sky130_fd_sc_hd__xnor2_1        5        43.8
sky130_fd_sc_hd__o31ai_2        2        25.0
sky130_fd_sc_hd__nand3_1        5        25.0
sky130_fd_sc_hd__xor2_1         2        17.5
sky130_fd_sc_hd__mux2_2         6        67.6
sky130_fd_sc_hd__and3_1         2        12.5
sky130_fd_sc_hd__o211ai_1       2        15.0
sky130_fd_sc_hd__inv_1          3        11.3
sky130_fd_sc_hd__dfrtp_1       48        1200
sky130_fd_sc_hd__nand4b_1       3        26.3
sky130_fd_sc_hd__a21oi_1        3        15.0
-- how the worst max path moves through the flow --
stage            end  cells after the start  start  slack (ns)
6_report  EMPTY_FLAG                      6  R_RST        0.53
5_1_grt   EMPTY_FLAG                      7  R_RST        0.38
4_1_cts   EMPTY_FLAG                      6  R_RST        0.52
-- state kept, by name (all words and copies together) (netlist names) --
register                         flops
U4_WRITE_RPTR_ADDR_FULL.rptr_WR      6
U4_WRITE_RPTR_ADDR_FULL.ADDR_WR      6
U0_R_SYN.out_1                       6
U0_R_SYN.sync_bus                    6
U1_WR_SYN.out_1                      6
U1_WR_SYN.sync_bus                   6
U5_READ_RPTR_ADDR_EMPTY.rptr_R       6
U5_READ_RPTR_ADDR_EMPTY.ADDR_R       6
-- through the flow --
step	hold WS, ns	util	setup WS (ns)	instances	power (mW)
2_1_floorplan	0.331	-	1.54	169	1.35
3_5_place_dp	0.335	0.449	0.526	232	1.51
6_report	0.348	0.471	0.528	240	1.82
5_1_grt	0.361	0.471	0.381	240	1.97
3_3_place_gp	0.335	0.449	0.513	232	1.50
4_1_cts	0.351	0.471	0.522	240	1.84
-- placed cells by master (no fill, tap or decap), types with 4 or more instances in the layout --
master                            synthesis  layout
sky130_fd_sc_hd__mux2_2                   6       6
sky130_fd_sc_hd__dfrtp_1                 48      48
sky130_fd_sc_hd__nor2_1                   6       6
sky130_fd_sc_hd__mux2i_1                  4       4
sky130_fd_sc_hd__ha_1                    10      10
sky130_fd_sc_hd__xnor2_1                  5       5
sky130_fd_sc_hd__conb_1                   1       8
sky130_fd_sc_hd__nand3_1                  5       5
sky130_fd_sc_hd__o21ai_0                  8       8
sky130_fd_sc_hd__nand2_1                  9       9
sky130_fd_sc_hd__clkdlybuf4s50_1          0       6
sky130_fd_sc_hd__clkbuf_8                 0       8
Power and IR drop assume default switching activity.
